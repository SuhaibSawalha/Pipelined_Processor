$ cat /design/flow/config.mk
export PLATFORM = sky130hd
export DESIGN_NAME = Register_File
export DESIGN_NICKNAME = Register_File
export VERILOG_FILES = /design/flow/design.v
export SDC_FILE = /design/flow/constraint.sdc
export NUM_CORES = 4
export LEC_CHECK = 1
export CORE_UTILIZATION = 30
$ cat /design/flow/constraint.sdc
current_design Register_File

set clk_period 4.4
set clk_io_pct 0.2

create_clock -name clk0 -period $clk_period [get_ports {clk}]

set non_clock_inputs [all_inputs -no_clocks]
set_input_delay [expr $clk_period * $clk_io_pct] -clock clk0 $non_clock_inputs
set_output_delay [expr $clk_period * $clk_io_pct] -clock clk0 [all_outputs]
$ cat /design/flow/design.v
module Register_File(  
    input  [2:0]  Rs1, Rs2, Rd,    
    input clk,                       
    input RegWr,                     
    input  [15:0] WBus,              
    output reg [15:0] Bus1, Bus2     
);
    reg [15:0] rf[7:0]; 
    initial begin   
        for (int i = 0; i < 8; i = i + 1)
            rf[i] = 0;
    end
    always @(posedge clk) begin															   
        if (RegWr)
            rf[Rd] <= WBus;   
    end
    assign Bus1 = rf[Rs1];   
    assign Bus2 = rf[Rs2];   
    initial begin
        $monitor("%b %b %b %b %b %b %b %b", rf[0], rf[1], rf[2], rf[3], rf[4], rf[5], rf[6], rf[7]);
    end
endmodule
$ cat /design/flow/run.sh
#!/bin/bash
# OpenROAD 26Q1-2900-gdf79404cd8, Yosys 0.63+post, stock flow scripts
make -C /OpenROAD-flow-scripts/flow DESIGN_CONFIG=/design/flow/config.mk WORK_HOME=/design/flow/orfs finish
==> flow_summary.toml <==
# physical design summary
[power_and_ir_drop]
p_per_area_nw_per_um2 = 391.7
total_leakage_power_nw = 2.521
ir_worst_vdd_mv = 0.2675

[synthesis]
ys_ff = 128
yosys_area_um2 = 6045
ys_warn_count = 4
synth_area_um2 = 6045
syn_inst = 255
syn_avg_cell_area_um2 = 23.70
ys_types = 12
ys_seq_frac = 0.6359
yosys_cells = 255

[detailed_routing]
vias = 2983
dr.pass1.iters = 4
viasPerCell = 4.939
routedWlPerCell_um = 21.01
drc = 0
drtIter0Drc = 146
finalWirelength_um = 12690
diodes = 0
postRouteAntennaNets = 0

[final_timing]
finalClockPeriodUsage = 0.8536
worst_slew_pin_slew_ps = 616.2
whs_ps = 1206
max_freq_mhz = 266.3
fin_setup_tns_ps = 0
grt_setup_unrepaired = "false"
setup_violations = 0
relSlewSlack = 0.5877
min_period_ps = 3756
hold_viol_final = 0
final-max-slew-violation-count = 0

[finish]
top_regs = "rf: 128 flops"
mostFrequentLayoutCell = "edfxtp_1"
stdcell_area_um2 = 7487
final_cell_mix = "edfxtp_1 (128), mux4_1 (56), clkdlybuf4s50_1 (56)"
fill_cells = 1788
largest_register_ffs = 128
regMostFlops = "rf"
area_growth_pct = 23.87
drive_above_1_share = 0.2360

[floorplan]
die_y_um = 143.9
die_area_um2 = 20720
initCoreUtil = 0.3086
core_area_um2 = 19590
rows = 51
die_w_um = 143.9
ioPinCount = 59

[worst_setup_path]
arrival_ps = 2880
crit_buf_inv = 3
startpoint = "Rs1[2]"
path_max_fanout = 32
crit_family = "buffers and inverters"
worst-path-stages = 5
crit_top_cell = "clkdlybuf4s50_1"
worst_setup_path_end_kind = "output pin"
slowest_delay_ps = 460
cp.required_ps = 3520
crit_chain = "clkdlybuf4s50_1 -> buf_4 -> mux4_1 -> mux2_2 -> clkdlybuf4s50_1"
cp-start-kind = "input port"
critical_path_class = "input port to output pin"
crit_slowest_cell = "clkdlybuf4s50_1"
crit_path_end = "Bus1[9]"

[flow_run]
warnings = 25
cap_violations = 0

[placed_design]
dpl.hpwl_um = 7462
gp_congestion = 0.7362
portBuffers = 58
placedInstanceArea_um2 = 6957

[global_routing]
grt_pass1_vias = 3365
grt_usage = 0.1404
grt_max_degree = 33
grt_first_pass_wirelength_um = 19240
antenna_found_initial = 0
overflow = 0

[status]
outcome = "finished, final reports clean"

[clocking]
cts-root-buf = "clkbuf_16"
numCtsBuffers = 17
cts_hold_buf = 0
cts_resized = 0
clkTransAtPathRegs_ps = 50
cts-htree-levels = 4
cts_tree = "yes"
cts_setup_buffers = 0
cts_buffer_depth = 2
clock_sinks = 128

[worst_hold_path]
hold_path_class = "input port to register"
## synth_stat cells
master    instances  area (um2)
clkbuf_1          2       7.510
buf_1             6       22.52
nand2_1           2       7.510
mux2_2           32       360.4
nor2_1            6       22.52
edfxtp_1        128        3844
mux4_2            8       180.2
clkbuf_2          2       10.01
nor3_1            2       10.01
mux4_1           56        1471
nand2b_1          3       18.77
buf_6             8       90.09
## layout make-up
| type | instances | area, um2 | area share |
|---|---|---|---|
| multi-input cells | 109 | 2081 | 0.2779 |
| clock inverters | 12 | 101.3 | 0.01354 |
| well taps | 265 | 331.6 | 0.04428 |
| clock buffers | 18 | 429.2 | 0.05732 |
| repair buffers | 72 | 700.7 | 0.09358 |
| flip-flops and latches | 128 | 3844 | 0.5134 |
## cell families after synthesis
family,after synthesis,share of synthesized area
buf+inv,18,0.02153
flops,128,0.6359
mux,96,0.3329
simple gates,13,0.009729
## worst min path at each step
stage     startpoint        end  cells past startpoint
6_report    WBus[12]  rf[1][12]                      1
4_1_cts     WBus[12]  rf[1][12]                      1
5_1_grt      WBus[0]   rf[5][0]                      1
## metal layers
layer	up-vias	global-route usage	part of all wire
met2	160	0.2306	0.52
met3	13	0.08042	0.11
met4	0	0.01680	0.012
met5	-	0	0
met1	1486	0.1691	0.36
li1	1324	-	-
## per-stage QoR
stage / util / cells / power [W] / worst slack [ps]
6_report: 0.3822 / 604 / 0.002933 / 644.3
3_3_place_gp: 0.3551 / 574 / 0.001700 / 610.6
4_1_cts: 0.3822 / 604 / 0.002964 / 620.6
2_1_floorplan: - / 255 / 0.001559 / 1621
3_5_place_dp: 0.3551 / 574 / 0.001705 / 642.1
5_1_grt: 0.3822 / 604 / 0.003047 / 545.5
## where the power goes
part	switching [W]	internal (W)	total, W
combinational	0.000105	0.000171	0.000277
sequential	0.0000133	0.00139	0.00140
clock	0.000450	0.000807	0.00126
Power and IR drop assume default switching activity.
