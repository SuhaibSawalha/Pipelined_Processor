**design/flow/run.sh**
```bash
#!/bin/bash
# OpenROAD 26Q1-2900-gdf79404cd8, Yosys 0.63+post, stock flow scripts
make -C /OpenROAD-flow-scripts/flow DESIGN_CONFIG=/design/flow/config.mk WORK_HOME=/design/flow/orfs finish
```
**design/flow/design.v**
```verilog
module ALU (
    input [15:0] Rs, Rt,         
    input [2:0] OPcode,          
    output reg [15:0] Rd         
);
    always @(*) begin
        case (OPcode)
            3'b000: Rd = Rs & Rt;           
            3'b001: Rd = Rs + Rt;           
            3'b010: Rd = Rs - Rt;           
            3'b011: Rd = Rs << Rt;          
            3'b100: Rd = Rs >> Rt;          
            default: Rd = 16'b0;            
        endcase					 
    end
endmodule
```
**design/flow/constraint.sdc**
```tcl
current_design ALU

set clk_period 17.2
set clk_io_pct 0.2

create_clock -name clk0 -period $clk_period

set non_clock_inputs [all_inputs -no_clocks]
set_input_delay [expr $clk_period * $clk_io_pct] -clock clk0 $non_clock_inputs
set_output_delay [expr $clk_period * $clk_io_pct] -clock clk0 [all_outputs]
```
**design/flow/config.mk**
```make
export PLATFORM = sky130hd
export DESIGN_NAME = ALU
export DESIGN_NICKNAME = ALU
export VERILOG_FILES = /design/flow/design.v
export SDC_FILE = /design/flow/constraint.sdc
export NUM_CORES = 4
export LEC_CHECK = 1
export CORE_UTILIZATION = 40
```
==> flow_summary_export.csv <==
group,metric,value,unit
worst_hold_path,holdPathEnd,"Rd[15]",
route,vias,3329,
synthesis,yosysUniqueCellTypes,71,
critical_path,crit_fanout,44,
cells_and_area,syn_to_final_growth,14.8,%
final_timing,period_used_share,0.647,
route,drc,0,
status,status,"completed",
run,maxCapViolCount,0,
route,postRouteAntennaNets,0,
floorplan,rows,31,
floorplan,die_w,88.6,um
final_timing,fin_crit,11.13,ns
cells_and_area,final-seq-area,0,um2
cells_and_area,nFlopsAndLatches,0,
route,drt-total-wl,10700,um
floorplan,initCoreUtil,0.414,
run,warnings,33,
critical_path,worstPathRequired,13.76,ns
synthesis,yosys_area,3000,um2
critical_path,end_kind,"primary output",
cells_and_area,nClkBuffers,0,
cells_and_area,layout_top_cell,"clkdlybuf4s50_1",
worst_hold_path,hp-start,"Rt[0]",
critical_path,max_stage_delay,0.52,ns
global_routing,antenna_found_initial,0,
route,diodes,0,
synthesis,yosys.stat.seqShare,0,
critical_path,arrival,7.69,ns
final_timing,max_slew_margin,0.448,
global_routing,grt_overflow,0,
route,wl_per_cell,20.7,um
final_timing,fmax,89.9,MHz
synthesis,synthCells,396,
final_timing,tns,0,ns
synthesis,syn_avg_cell_area,7.58,um2
pwr,peakVddDrop,0.0127,mV
critical_path,critPathKind,"input pin to primary output",
route,vias_per_cell,6.41,
final_timing,tightest_slew,0.820,ns
route,drtIter0Drc,270,
cells_and_area,lay_top_cells,"clkdlybuf4s50_1, nor2_1, nand2_1, a21oi_1, mux2i_1",
cts,cts_resized,0,
floorplan,ios,51,
worst_hold_path,hp-class,"input pin to primary output",
global_routing,grt_first_pass_wirelength,16800,um
final_timing,setup_viol,0,
floorplan,die_y,88.6,um
synthesis,ys_warn_count,1,
final_timing,rsz0062_at_grt,"no",
floorplan,core_area,7250,um2
cts,post_cts_buffers,0,
place,gp_congestion,1.00,
worst_hold_path,whs_path_depth,7,
route,dr.pass1.iters,5,
synthesis,syn_area,3000,um2
pwr,p_per_area,32.9,nW/um2
cells_and_area,utilization,0.475,
floorplan,chip_area,7850,um2
final_timing,final-max-slew-violation-count,0,
critical_path,slowest_stage,"o41ai_1",
cts,cts_hold_buf,0,
pwr,power.total,0.000113,W
global_routing,first_global_vias,3098,
cells_and_area,drive_gt1_frac,0.102,
place,detailed_place_hpwl,8250,um
critical_path,cp_cell_sequence,"clkdlybuf4s50_1, buf_4, clkinv_2, nand2_1, o41ai_1, o21a_1, nand2_1, xnor2_1, ha_1, a21o_1, a211oi_1, or3b_1, o21ai_0, xnor2_1, o211ai_1, clkdlybuf4s50_1",
synthesis,yosysCellCount,396,
place,port_buffers,51,
final_timing,hold_viol_final,0,
critical_path,worstSetupStartpointType,"input pin",
global_routing,grt_use_total,0.290,
global_routing,grt_max_degree,47,
pwr,leakage,1.26,nW
==> synthesized netlist by cell type (7+ instances only) <==
library cell  number  area share
o211ai_1           7       0.018
xor2_1             9       0.026
mux2i_1           20       0.067
mux4_2            19        0.14
xnor2_1           11       0.032
a211oi_1           8       0.020
nor3_1            10       0.017
o21ai_1            9       0.015
nor2_1            48       0.060
nand2_1           31       0.039
clkbuf_1          10       0.013
a21oi_1           20       0.033
buf_6              7       0.026
nand3_1           16       0.027
o21ai_0           18       0.030
ha_1              17       0.071
o31ai_1            9       0.023
==> power breakdown <==
part	total (W)	internal (W)	leakage, nW	switching (W)
Sequential	0	0	0	0
Combinational	0.000113	0.0000518	1.26	0.0000617
Clock	0	0	0	0
Total	0.000113	0.0000518	1.26	0.0000617
==> worst max path at each step <==
stage	end	startpoint	cells after the start	slack, ns
after CTS	Rd[15]	Rt[2]	16	6.12
after global routing	Rd[15]	Rt[2]	16	5.73
final	Rd[15]	Rt[2]	16	6.07
==> worst max-delay path: cells and delay by family <==
kind,cells,cell delay (ns)
AND-OR/OR-AND,6,1.66
XOR/XNOR,2,0.25
adder cells (fa/ha/maj),1,0.35
buffers and inverters,4,1.39
AND/OR/NAND/NOR,3,0.57
==> layout make-up <==
| class | instances | area, um2 |
|---|---|---|
| fill | 747 | 3810 |
| tap | 99 | 124 |
| timing repair buffer | 56 | 538 |
| multi-input combinational | 355 | 2750 |
| inverter | 9 | 37.5 |
==> logic make-up after synthesis <==
kind of cell	Yosys count	synth area share
XOR/XNOR	20	0.0584
buffers and inverters	41	0.0863
multiplexers	47	0.239
adder cells (fa/ha/maj)	18	0.0776
AND-OR/OR-AND	128	0.295
AND/OR/NAND/NOR	142	0.243
==> through the flow <==
stage | cell area (um2) | hold WS, ns | std cells | setup slack, ns
after floorplan | 3000 | 6.97 | 396 | 7.32
after global placement | 3450 | 8.09 | 519 | 6.16
after detailed placement | 3450 | 8.08 | 519 | 6.15
after CTS | 3450 | 8.08 | 519 | 6.12
after global routing | 3450 | 8.18 | 519 | 5.73
final | 3450 | 8.08 | 519 | 6.07
==> per-layer routing <==
metal	GRT usage	vias to the layer above	part of all wire	wire, um
met2	0.467	129	0.47	5000
met1	0.435	1597	0.46	4920
met3	0.0265	15	0.059	635
met5	0	-	0	0
met4	0.0499	0	0.018	189
li1	-	1588	-	-
Power and IR drop assume default switching activity.
