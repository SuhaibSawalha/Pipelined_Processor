File: flow/run.sh
#!/bin/bash
# OpenROAD 26Q1-2900-gdf79404cd8, Yosys 0.63+post, stock flow scripts
make -C /OpenROAD-flow-scripts/flow DESIGN_CONFIG=/design/flow/config.mk WORK_HOME=/design/flow/orfs finish
File: flow/config.mk
export PLATFORM = sky130hd
export DESIGN_NAME = Mux4_1
export DESIGN_NICKNAME = Mux4_1
export VERILOG_FILES = /design/flow/design.v
export SDC_FILE = /design/flow/constraint.sdc
export NUM_CORES = 4
export LEC_CHECK = 1
export CORE_AREA = 10 10 72 72
export DIE_AREA = 0 0 82 82
File: flow/constraint.sdc
current_design Mux4_1

set clk_period 1.9
set clk_io_pct 0.2

create_clock -name clk0 -period $clk_period

set non_clock_inputs [all_inputs -no_clocks]
set_input_delay [expr $clk_period * $clk_io_pct] -clock clk0 $non_clock_inputs
set_output_delay [expr $clk_period * $clk_io_pct] -clock clk0 [all_outputs]
File: flow/design.v
module Mux4_1 (
    input [15:0] a,     
    input [15:0] b,     
    input [15:0] c,     
    input [15:0] d,     
    input [1:0] sel,    
    output [15:0] y     
);
    assign y = (sel == 2'b00) ? a :    
               (sel == 2'b01) ? b :    
               (sel == 2'b10) ? c :    
               d;                       
endmodule
==> ci_impl_report.md <==
### Flow metrics

| Metric | Value |
|---|---|
| Rows | `22` |
| WL/cell | `18.9 µm` |
| Dpl cells | `149` |
| CP max stage delay | `0.46 ns` |
| Wirelength, routed | `2.86 mm` |
| Chip width | `82 µm` |
| Post-Layout Cell Count | `151` |
| Total grt overflow | `0` |
| Crit path capture type | `primary output` |
| Area reported by Yosys stat | `424 µm²` |
| Crit path cell chain | `clkdlybuf4s50_1 > mux4_2 > dlygate4sd2_1` |
| Layout clock buffer count | `0` |
| GRT Resource Usage Total | `0.0833` |
| Hold endpoint | `y[2]` |
| PD cells | `211 nW/µm²` |
| Worst vdd ir | `0.0846 mV` |
| HP Class | `input port to primary output` |
| Drt initial violations | `13` |
| Vias/cell | `4.11` |
| First-pass iteration count of the detailed router | `2` |
| Syn Inst Count | `20` |
| Fin. Hold Viols | `0` |
| DRC viols | `0` |
| Seq_cells | `0` |
| Worst Hold Margin | `1.26 ns` |
| Syn avg cell area | `21.2 µm²` |
| First-pass GRT wire length | `4.20 mm` |
| Max cap viols | `0` |
| Share of post-route cells with drive strength above 1 | `0.223` |
| Die height | `82 µm` |
| Worst-margin pin slew | `0.101 ns` |
| Tool warning count | `32` |
| Port Buffers | `82` |
| Cycle use final | `0.985` |
| Synth Cell Area | `424 µm²` |
| Synth area leader | `mux4_2` |
| Maximum clock rate | `0.534 GHz` |
| Setup violations, final | `0` |
| CP required | `1.52 ns` |
| Core area | `3690 µm²` |
| Worst Path Arrival | `1.49 ns` |
| Initial antenna violation count | `0` |
| Yosys Warn Count | `0` |
| Synth cell types | `5` |
| Top cells by area | `mux4_2 53%, mux4_1 37%, buf_12 4.7%` |
| Hold Path Origin | `d[2]` |
| Synth Seq Share | `0` |
| FP Util | `0.115` |
| Hold path depth | `3` |
| Area Growth Syn to Fin | `216%` |
| Critical setup path kind | `input port to primary output` |
| Crit-path max FO | `1` |
| Vias in the first global route | `775` |
| Cts-stage hold buffer count | `0` |
| IO Pins | `82` |
| # Cells Yosys | `20` |
| Yosys top cell area share | `0.531` |
| Die area | `6720 µm²` |
| CP max stage cell | `mux4_2` |
| Status | `complete, no violations` |
| Final Max Tran Viols | `0` |
| ANT nets after route | `0` |
| Leakage | `0.513 nW` |
| Max_slew headroom | `0.933` |
| Startpoint class of the critical path | `input port` |
| Vias | `620` |
| Antenna diode count | `0` |
| Unrepaired setup endpoints after global routing | `false` |
| Largest net degree at the start of global routing | `9` |
| Seq. cell area | `0 µm²` |
| Minimum clock period | `1.87 ns` |
| Gpl congestion | `0.846` |
[placed cells by master (no fill, tap or decap)]
| cell | n |
|---|---|
| dlymetal6s2s_1 | 1 |
| buf_16 | 1 |
| clkdlybuf4s50_1 | 60 |
| bufbuf_16 | 1 |
| dlygate4sd2_1 | 6 |
| mux4_2 | 14 |
| buf_12 | 2 |
| clkbuf_2 | 2 |
| mux4_1 | 2 |
| clkdlybuf4s15_1 | 11 |
| clkdlybuf4s15_2 | 1 |
| buf_4 | 2 |
[logic make-up after synthesis]
group,synth area share
muxes,0.903
buffers and inverters,0.0973
[per-layer routing]
layer  part of all wire  up-vias  global-route usage
li1                   -      276                   -
met1               0.37      280              0.0956
met2               0.44       64               0.140
met3               0.19        0              0.0496
met4                  0        0                   0
met5                  0        -                   0
[worst max path at each step]
stage	cells past startpoint	slack [ns]	endpoint	start
CTS	3	0.008	y[14]	d[14]
finish	3	0.03	y[8]	d[8]
global route	3	0.0002	y[5]	c[5]
[Yosys cell counts]
master   n
mux4_2  10
mux4_1   6
buf_2    2
buf_12   1
buf_6    1
[critical path: cells and delay by family]
kind,cells,cell delay [ns]
buffers and inverters,2,0.66
multiplexers,1,0.46
[metrics by stage]
stage / total power [mW] / worst slack [ns] / util / setup TNS [ns] / cell area [µm²]
after detailed placement: 0.289 / -0.565 / 0.355 / -8.31 / 1310
after global placement: 0.290 / -0.564 / 0.355 / -8.28 / 1310
after global routing: 0.303 / 0.000164 / 0.363 / 0 / 1340
after floorplan: 0.0711 / 0.428 / - / 0 / 424
final: 0.283 / 0.0286 / 0.363 / 0 / 1340
after CTS: 0.287 / 0.00820 / 0.363 / 0 / 1340
[power breakdown]
group          total (mW)  switching (mW)  internal (mW)
combinational       0.283          0.0575          0.225
clock                   0               0              0
sequential              0               0              0
[area by class of cell]
class / count / area (µm²)
Tap cell: 48 / 60.1
Multi-Input combinational cell: 16 / 368
Timing Repair Buffer: 87 / 912
Fill cell: 364 / 2350
[what timing repair did]
| action | in CTS | in global routing |
|---|---|---|
| resized | 38 | 10 |
| pin swaps | 0 | 0 |
| cloned | 2 | 0 |
| endpoints found under the setup margin | 16 | 10 |
| buffers inserted | 0 | 0 |
Power figures rest on the tool's default switching activity, not on a simulated workload.
